$ cat flow/config.mk
export PLATFORM = sky130hd
export DESIGN_NAME = mag_comp
export DESIGN_NICKNAME = mag_comp
export VERILOG_FILES = /design/flow/design.v
export SDC_FILE = /design/flow/constraint.sdc
export NUM_CORES = 4
export LEC_CHECK = 1
export CORE_AREA = 10 10 70 70
export DIE_AREA = 0 0 80 80
$ cat flow/design.v
module mag_comp(A, B, AltB, AgtB, AeqB);
    input [2:0] A, B;
    output AltB, AgtB, AeqB;
    assign AltB = (A<B);
    assign AgtB = (A==B);
    assign AeqB = (A>B);
endmodule
$ cat flow/constraint.sdc
current_design mag_comp

set clk_period 1.4
set clk_io_pct 0.2

create_clock -name clk0 -period $clk_period

set non_clock_inputs [all_inputs -no_clocks]
set_input_delay [expr $clk_period * $clk_io_pct] -clock clk0 $non_clock_inputs
set_output_delay [expr $clk_period * $clk_io_pct] -clock clk0 [all_outputs]
$ cat flow/run.sh
#!/bin/bash
# OpenROAD 26Q1-2900-gdf79404cd8, Yosys 0.63+post, stock flow scripts
make -C /OpenROAD-flow-scripts/flow DESIGN_CONFIG=/design/flow/config.mk WORK_HOME=/design/flow/orfs finish
==> notes.md <==
flow finished, numbers: # clk buffers 0, WL per Instance approximately 5.1 um, Core Area ~3400 um2, First-pass DRT Iterations 1, Post-synth seq share 0%, Peak supply drop approximately 0.000027 V, cells after synthesis 11, count of non-filler cells in the finished layout 66, Mapped Area between 80 and 90 um2, largest net degree at the start of global routing 4, Slew headroom about nine tenths, Starting Density 2.45%, Hold Path Sink AeqB, startpoint types input port, RD Place Congestion 0.742, met3 Use GR 1.70%, Tmin final roughly 1300 ps, power per standard cell area 248 nW/um2, met1 GRT Util 1.19%, Critical Path AT 1060 ps, DRC 0, Total Power between 0.05 and 0.06 mW, first-pass GRT wire length roughly 520 um, chip height ~80 um, Setup-failing EPs final 0, max_cap viols 0, GRT Max-Usage Layer met3, Slew Limit Fails 0, Crit path depth 6, Critical Path Slowest Stage Cell clkdlybuf4s15_1, seq_cells 0, crit-path max cell delay 180 ps, RSZ-0062 raised after global routing false, width of the die 80 um, grt ovf 0, chip area in the Yosys report 83.8 um2, Global Route Usage Sum less than 1%, MI comb area between 100 and 150 um2, crit end category primary output, vias per std cell around 1.6, IO Count 9, Mean Syn Cell Area 7.62 um2, number of fill cells 410, final worst-path cycle share 95.7%, layout cells sized above 1 between 80% and 90%, via count 106, placed insts 66, Slew @ Worst Pin 145 ps, initial antenna violation count 0, leakage power 0.0857 nW, final core occ 6.92%, most frequent cells in the layout buf_2 (7), inv_2 (3), ha_4 (3), worst min path class input port to primary output, FF/Latch Area 0 um2, crit-path cells clkdlybuf4s15_1, inv_2, ha_4, nand3b_1, and2_1, buf_2, Hold Crit Start A[2], Hold Crit Depth 5, FMAX 747 MHz, status finished, final reports clean, Worst EP required between 1000 and 1500 ps, CP Class input port to primary output, Antenna Violating Nets Remaining 0, vias in the first global route 103, crit-path max FO 2, Post-Route WL roughly 330 um, cell family with most CP delay buffers and inverters, Commonest Layout Cell buf_2, hold_ws roughly 1000 ps, Yosys Instances 11, Syn. warnings 0, post-synthesis to final-layout area growth 182%, Synth cell types 6, buffer and inverter count on the worst path 3, Fin. Hold Viols 0, met2 Use GR 0.803%, Starting DRT DRC Count 0, FP Rows 21, Diodes inserted 0, I/O Buffers 9, count of tool warnings 32, chip area 6400 um2
layer usage:
| layer | wire (um) | vias up | part of all wire, % |
|---|---|---|---|
| li1 | - | 56 | - |
| met3 | 154 | 0 | 46 |
| met2 | 62 | 9 | 19 |
| met1 | 116 | 41 | 35 |
| met5 | 0 | - | 0 |
| met4 | 0 | 0 | 0 |
logic make-up after synthesis:
kind of cell    count (synthesis)  synth area share [%]
compound gates                  2                  11.9
buf+inv                         3                  13.4
fa+ha+maj                       3                  44.8
simple gates                    3                  29.9
worst min-delay path, cell delays in order:
cell	delay, ps
buf_2	90
ha_4	120
a21oi_2	40
a21oi_2	110
buf_2	90
cells in the mapped netlist:
cell type / count / share of area (%)
a21oi_1: 2 / 12
ha_1: 3 / 45
and3_4: 1 / 13
and2_1: 1 / 7.5
inv_1: 3 / 13
nand3b_1: 1 / 9.0
power by group:
part           switching [mW]  total (mW)  leakage, nW  internal, mW
clock                       0           0            0             0
sequential                  0           0            0             0
combinational          0.0235      0.0586       0.0857        0.0352
total                  0.0235      0.0586       0.0857        0.0352
area by class of cell:
| type | count | area share, % |
|---|---|---|
| Inverter | 3 | 4.76 |
| Multi-Input combinational cell | 8 | 49.7 |
| Tap cell | 46 | 24.3 |
| Timing Repair Buffer | 9 | 21.2 |
worst max-delay path by stage:
| stage | from | end | slack [ps] |
|---|---|---|---|
| after CTS | A[0] | AltB | 3 |
| after global routing | B[2] | AltB | 8 |
| final | A[0] | AltB | 60 |
stage by stage:
stage / cell area, um2 / TNS [ps] / worst slack (ps)
global route: 236 / 0 / 7.67
finish: 236 / 0 / 60.8
floorplan: 83.8 / 0 / 259
global placement: 231 / -2010 / -711
CTS: 246 / 0 / 3.41
detailed placement: 231 / -2110 / -772
repair_timing:
action                     in CTS  in global routing
pin swaps                       7                  1
hold buffers                    0                  0
setup endpoints to repair       3                  2
buffers inserted                0                  0
gates cloned                    0                  0
resized                        36                  3
Power is estimated from default activity; no workload was simulated.
