[/design/flow/constraint.sdc]
current_design counter

set clk_period 3.4
set clk_io_pct 0.2

create_clock -name clk0 -period $clk_period [get_ports {clk}]

set non_clock_inputs [all_inputs -no_clocks]
set_input_delay [expr $clk_period * $clk_io_pct] -clock clk0 $non_clock_inputs
set_output_delay [expr $clk_period * $clk_io_pct] -clock clk0 [all_outputs]
[/design/flow/run.sh]
#!/bin/bash
# OpenROAD 26Q1-2900-gdf79404cd8, Yosys 0.63+post, stock flow scripts
make -C /OpenROAD-flow-scripts/flow DESIGN_CONFIG=/design/flow/config.mk WORK_HOME=/design/flow/orfs finish
[/design/flow/config.mk]
export PLATFORM = sky130hd
export DESIGN_NAME = counter
export DESIGN_NICKNAME = counter
export VERILOG_FILES = /design/flow/design.v
export SDC_FILE = /design/flow/constraint.sdc
export NUM_CORES = 4
export LEC_CHECK = 1
export CORE_AREA = 10 10 83 83
export DIE_AREA = 0 0 93 93
[/design/flow/design.v]
module counter(clk,rst,count);  
    input clk,rst;   
    output reg [3:0] count;   
    reg [25:0]temp;    
    reg clk_div;
    always@(posedge clk)
        begin
            if(rst)
            begin
                temp=0;
                clk_div<=4'd0;
            end
        else
        begin
            temp<=temp+26'd1;
            clk_div<=temp[20];
        end
    end
    always @(posedge clk_div)
        begin
            if(rst)
                count<=4'd0;
            else
                count<=count+4'd1;
        end
endmodule
==> flow_summary_export.csv <==
group,metric,value,unit
outcome,status,"finished, final reports clean",
cts,numCtsBuffers,3,
global_routing,antenna_found_initial,0,
floorplan,die_area,8649,um^2
floorplan,io_pins,6,
synthesis,ys_seq_share,47.87,%
cts,post-cts-setup-buffers,0,
timing,untimed_endpoints,8,
power_and_ir_drop,p_leak,0.4114,nW
routing,firstDrtPassIters,2,
timing,setup_viol,0,
timing,hold_violations,0,
synthesis,ys_sh_xor,10.47,%
synthesis,common_cells,"26 x dfxtp_1, 16 x nor2_1, 8 x a21oi_1, 8 x xnor2_1",
floorplan,die_w,93,um
power_and_ir_drop,peakVddDrop,0.1345,mV
synthesis,synth-edff-count,0,
synthesis,ys_area,1087,um^2
floorplan,rows,26,
worst_setup_path,worstPathCellList,"ha_1 -> nand3_2 -> nand4b_1 -> or3_1 -> a21oi_1",
routing,post_drt_wl_per_cell,9.186,um
routing,drt_iter0_markers,34,
global_routing,overflow,0,
synthesis,synthAoiAreaFrac,7.595,%
cts,clkLatencyLatePin,0.26,ns
layout,final_core_util,24.68,%
cts,postCtsHoldBufs,0,
power_and_ir_drop,p_sw,0.09188,mW
cts,tritoncts,"done",
routing,vias,788,
worst_setup_path,cp_slowest_cell,"dfxtp_1",
global_routing,grt_usage,4.304,%
global_routing,grt_pass1_vias,740,
timing,period_used_share,49.79,%
synthesis,fa_ha_area_share,2.301,%
global_routing,grt_max_degree,24,
synthesis,most_common_cell,"dfxtp_1",
routing,drc_errors,0,
timing,rsz0062_at_grt,"false",
worst_setup_path,cp_top_family,"simple AND/OR/NAND/NOR gates",
cts,cts-root-buf,"clkbuf_8",
synthesis,netlist_area,1087,um^2
power_and_ir_drop,power_frac_comb,2.4,%
synthesis,ys_sh_mux,0,%
timing,worst_clock_skew,0.004574,ns
layout,area_delta_synth_final,16.69,%
worst_setup_path,cp-end-kind,"flop",
timing,fin_crit,1.693,ns
synthesis,synthSimpleGateAreaFrac,29.69,%
floorplan,die_y,93,um
worst_setup_path,critical_path_class,"flop to flop",
worst_setup_path,max_stage_delay,0.40,ns
flow_run,max-cap-violations,0,
worst_setup_path,r2r_slack,1.71,ns
cts,clkSlewWorstSetupHoldPaths,0.08,ns
synthesis,ys_types,26,
power_and_ir_drop,p_int,0.3683,mW
synthesis,ys.warnings.count,1,
placement,gp_congestion,0.7712,
cts,clockBufferDepth,2,
flow_run,warnings,25,
power_and_ir_drop,p_clk_share,40.2,%
routing,drt-total-wl,1782,um
power_and_ir_drop,swShare,19.96,%
worst_setup_path,worst-path-max-fanout,9,
timing,final_max_slew_viol_count,0,
floorplan,fp_util,21.15,%
synthesis,top_cells_by_area,"dfxtp_1 48%, xnor2_1 6.4%, nor2_1 5.5%",
timing,max_freq,590.8,MHz
power_and_ir_drop,p_seq_share,57.4,%
synthesis,ys.flop_type,"dfxtp_1",
worst_setup_path,path_buffers,0,
layout,drive_gt1_share,8.065,%
synthesis,yosysTopAreaCell,"dfxtp_1",
synthesis,synth-seq-cells,26,
global_routing,grt_pass1_wl,3222,um
cts,cts_resized,0,
routing,antenna_cells,0,
placement,io_buffers,5,
worst_setup_path,arrival,1.87,ns
synthesis,syn_inst,117,
cts,ctsHtreeMaxLevel,1,
placement,place_ws,1.426,ns
placement,dp_hpwl,1224,um
synthesis,async_flop_share,0,%
worst_setup_path,required,3.58,ns
floorplan,core_area,5140,um^2
routing,drtAntennaViolNets,0,
timing,timing.final.ws_setup,1.707,ns
timing,unclocked_pins,4,
synthesis,avgSynthCellArea,9.293,um^2
timing,relSlewSlack,46.08,%
synthesis,ys_cells,117,
worst_setup_path,start_kind,"flop",
synthesis,synth_top_area_share,47.87,%
synthesis,synthTopLogicFamily,"simple AND/OR/NAND/NOR gates",
power_and_ir_drop,power.density,362.7,nW/um^2
hold_path,holdCritPathClass,"flop to flop",
timing,setup_tns,0,ns
routing,viasPerCell,4.062,
timing,tightest_slew,0.8063,ns
==> layout by cell type, fill, tap and decap left out, types with 2 or more instances in the layout <==
cell type / count
a21oi_1: 8
and3_1: 2
and4_1: 2
clkbuf_8: 4
clkdlybuf4s50_1: 5
dfxtp_1: 26
ha_1: 2
nand2_1: 6
nand3_1: 7
nand4_1: 2
nand4_2: 2
nand4b_1: 3
nor2_1: 16
nor2b_1: 3
nor3_1: 3
o21ai_0: 7
or3_1: 5
xnor2_1: 8
xor2_1: 5
==> worst reg2reg max path, stage by stage (launching register included) <==
cell,delay [ns]
dfxtp_1,0.40
ha_1,0.22
nand3_2,0.18
nand4b_1,0.32
or3_1,0.35
a21oi_1,0.14
==> per-layer routing <==
| layer | track usage [%] | up-vias | share of wire, % |
|---|---|---|---|
| met3 | 1.131 | 2 | 3.8 |
| met2 | 6.484 | 5 | 39 |
| li1 | - | 427 | - |
| met4 | 1.028 | 0 | 1.4 |
| met5 | 0 | - | 0 |
| met1 | 6.032 | 354 | 56 |
==> final cells by class <==
| cell class | count | area [um^2] |
|---|---|---|
| Fill cell | 575 | 3871 |
| Multi-Input combinational cell | 87 | 544.3 |
| Sequential cell | 26 | 520.5 |
| Tap cell | 70 | 87.58 |
| Timing Repair Buffer | 6 | 57.56 |
| Clock buffer | 4 | 55.05 |
| Inverter | 1 | 3.754 |
==> power groups by stage <==
stage	sequential [mW]	clock, mW	combinational, mW
final	0.264	0.185	0.0112
after global routing	0.265	0.201	0.0137
after CTS	0.264	0.191	0.0115
==> flip-flops by register name, indices dropped and copies added (netlist names) <==
| register | flops |
|---|---|
| temp | 21 |
| clk_div | 1 |
| count | 4 |
==> kinds of logic after synthesis <==
logic type               Yosys count
XOR/XNOR                          13
adder cells (fa/ha/maj)            2
AND/OR/NAND/NOR                   56
flip-flops                        26
buffers and inverters              4
AND-OR/OR-AND                     16
==> worst paths after layout <==
path	startpoint	end	cells past startpoint
max reg2reg	temp[0]	temp[20]	5
min	temp[20]	clk_div	1
max	temp[0]	temp[20]	5
min reg2reg	temp[20]	clk_div	1
==> per-stage QoR <==
step                cell area [um^2]  power, mW  instances  hold slack [ns]
floorplan                       1087     0.2786        117           0.4379
global placement                1214     0.2814        190           0.4631
detailed placement              1214     0.2815        190           0.4619
CTS                             1269     0.4667        194           0.4797
global route                    1269     0.4794        194           0.5022
finish                          1269     0.4602        194           0.4776
Power figures rest on the tool's default switching activity, not on a simulated workload.
